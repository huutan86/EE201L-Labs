==> ./design.v <==
`timescale 1 ns / 100 ps
module copy_array_to_array_imp1 (Reset, Clk, Start, Ack, Ms_of_I, Ns_of_J_Write, I, J);
input Reset, Clk;
input Start, Ack;
input [3:0] Ms_of_I;  
output Ns_of_J_Write;
output [3:0] I, J;  
wire Ns_of_J_Write;
reg [3:0] I,J;  
reg [2:0] state;
localparam
 INI   = 3'b000,
 LS2C  = 3'b001,
 C221  = 3'b010,
 C122  = 3'b011,
 DONE  = 3'b100,
 UNKN  = 3'bxxx;
localparam 
 Imax  = 4'b1001, Jmax = 4'b1001;  
assign Ns_of_J_Write = ( ((state == LS2C) && (Ms_of_I[3]) ) || (state == C221) || (state == C122) );
always @(posedge Clk, posedge Reset)  
 begin  
	   if (Reset) 
	       begin
	           I <= 4'bXXXX;
	           J <= 4'bXXXX;
			   state <= INI;
	       end
       else  
         begin
            case (state)  
                 INI:
					begin
                        if(Start) 
							state <= LS2C;
					   	I <= 4'b0000;
						J <= 4'b0000;
					end
                 LS2C:      
                    begin   
						if(Ms_of_I[3] == 1 && I != 9) begin
							state <= C221;
						end
						else if (I == 9) begin
							state <= C122;
						end					
						else if(I != 9 && Ms_of_I[3] == 0) begin
							state <= LS2C;						
						end
						I <= I + 1;
						if(Ms_of_I[3] == 1) begin
							J <= J + 1;
						end
						if(I == 9) begin
							I <= 0;
						end
					end
                C221:       
					begin    
						if(J == 9) begin
							state <= DONE;
						end
						else if(I == 9 && J != 9) begin
							state <= C122;
						end
						else if(I != 9 && J != 9) begin
							state <= C221;			
						end
						J <= J + 1;
						I <= I + 1;
						if(I == 9) begin
							I <= 0;
						end				
                    end
                 C122:     
                    begin  
						if(J == 9) begin
							state <= DONE;
						end
						else if(I !== 9 && J != 9) begin
							state <= C122;
						end
						J <= J + 1;
						I <= I + 1;
                    end
                 DONE:
                    begin
                        if(Ack)
							state <= INI;
                    end
				default: 
                    begin
                         state <= UNKN;    
                    end
            endcase
         end   
 end  
 endmodule
==> ./run.sh <==
#!/bin/bash
# OpenROAD 26Q1-2900-gdf79404cd8, Yosys 0.63+post, stock flow scripts
make -C /OpenROAD-flow-scripts/flow DESIGN_CONFIG=/design/flow/config.mk WORK_HOME=/design/flow/orfs finish
==> ./config.mk <==
export PLATFORM = sky130hd
export DESIGN_NAME = copy_array_to_array_imp1
export DESIGN_NICKNAME = copy_array_to_array_imp1
export VERILOG_FILES = /design/flow/design.v
export SDC_FILE = /design/flow/constraint.sdc
export NUM_CORES = 4
export LEC_CHECK = 1
export CORE_AREA = 10 10 81 81
export DIE_AREA = 0 0 91 91
==> ./constraint.sdc <==
current_design copy_array_to_array_imp1

set clk_period 1.7
set clk_io_pct 0.2

create_clock -name clk0 -period $clk_period [get_ports {Clk}]

set non_clock_inputs [all_inputs -no_clocks]
set_input_delay [expr $clk_period * $clk_io_pct] -clock clk0 $non_clock_inputs
set_output_delay [expr $clk_period * $clk_io_pct] -clock clk0 [all_outputs]
==> flow_summary.html <==
<p>Metrics extracted from the flow reports.</p>
<table>
<tr><th>Metric</th><th>Value</th></tr>
<tr><th colspan="2">Setup path</th></tr>
<tr><td>CP Launch Point</td><td>state[2]</td></tr>
<tr><td>Worst Path Required</td><td>1.36 ns</td></tr>
<tr><td>Worst R2R Start</td><td>state[4]</td></tr>
<tr><td>Worst R2R End</td><td>I[2]</td></tr>
<tr><td>Type of the worst setup path</td><td>flip-flop to output pin</td></tr>
<tr><td>Reg2reg setup slack</td><td>0.12 ns</td></tr>
<tr><td>Crit Path Max Fanout</td><td>6</td></tr>
<tr><td>Critical path endpoint category</td><td>output pin</td></tr>
<tr><td>Reg2reg path depth</td><td>6</td></tr>
<tr><td>Type of element launching the critical path</td><td>flip-flop</td></tr>
<tr><td>Data arrival at the endpoint of the critical path</td><td>1.27 ns</td></tr>
<tr><td>Timing endpoint of the critical path</td><td>Ns_of_J_Write</td></tr>
<tr><th colspan="2">Route</th></tr>
<tr><td>Overall via count from detail_route</td><td>568</td></tr>
<tr><td>Vias/cell</td><td>3.55</td></tr>
<tr><td>Number of iterations in the first detailed-routing pass</td><td>4</td></tr>
<tr><td>Final ANT Viol Nets</td><td>0</td></tr>
<tr><td>Routed wirelength normalized by instance count</td><td>9.97 um</td></tr>
<tr><td>Iter 0 DRT Violations</td><td>38</td></tr>
<tr><td>Final wirelength</td><td>1600 um</td></tr>
<tr><td>Drc violations</td><td>0</td></tr>
<tr><td>Number of inserted diodes</td><td>0</td></tr>
<tr><th colspan="2">Global route</th></tr>
<tr><td>First-pass GRT wire length</td><td>roughly 2800 um</td></tr>
<tr><td>Antenna violations before repair</td><td>0</td></tr>
<tr><td>Largest net degree at the start of global routing</td><td>14</td></tr>
<tr><td>Total congestion overflow after global routing</td><td>0</td></tr>
<tr><td>Global-route total usage across every layer</td><td>3.97%</td></tr>
<tr><td>Vias in the first global route</td><td>558</td></tr>
<tr><th colspan="2">Power and ir drop</th></tr>
<tr><td>Relative contribution of sequential cells to total power</td><td>36.0%</td></tr>
<tr><td>Net switching component of the power</td><td>637 uW</td></tr>
<tr><td>Pwr dens</td><td>1740 nW/um^2</td></tr>
<tr><td>Final total power</td><td>1.74 mW</td></tr>
<tr><td>VDD IR max</td><td>0.897 mV</td></tr>
<tr><td>Static leakage power</td><td>0.409 nW</td></tr>
<tr><td>Sw frac</td><td>36.6%</td></tr>
<tr><td>Total internal power</td><td>1.10 mW</td></tr>
<tr><td>Portion of total power attributed to combinational logic</td><td>47.9%</td></tr>
<tr><td>Part of the total power dissipated in the clock network</td><td>16.1%</td></tr>
<tr><th colspan="2">CTS</th></tr>
<tr><td>Number of clock sinks</td><td>13</td></tr>
<tr><td>Maximum level of the CTS H-tree</td><td>1</td></tr>
<tr><td>Post-CTS clock slew at the launch and capture registers of the worst setup and hold paths</td><td>0.06 ns</td></tr>
<tr><td>Clk latency late pin</td><td>around 0.24 ns</td></tr>
<tr><td>Maximum root-to-sink buffer count</td><td>2</td></tr>
<tr><td>Clock root buffer master</td><td>clkbuf_8</td></tr>
<tr><td>Number of clock buffers inserted by TritonCTS</td><td>3</td></tr>
<tr><td>CTS tree</td><td>built</td></tr>
<tr><th colspan="2">STA</th></tr>
<tr><td>Number of endpoints failing setup at the final stage</td><td>0</td></tr>
<tr><td>Post-route setup TNS</td><td>0 ns</td></tr>
<tr><td>Ratio of final minimum period to clock period</td><td>between 90 and 100%</td></tr>
<tr><td>Worst hold-check slack</td><td>approximately 0.44 ns</td></tr>
<tr><td>Hold Vio Cnt, Final</td><td>0</td></tr>
<tr><td>Unrepaired setup endpoints after global routing</td><td>no</td></tr>
<tr><td>Fin Clk Skew</td><td>a little over 0.0004 ns</td></tr>
<tr><td>Highest attainable clock frequency</td><td>approximately 620 MHz</td></tr>
<tr><td>Slew @ Worst Pin</td><td>0.534 ns</td></tr>
<tr><td>Count of pins over their slew limit</td><td>0</td></tr>
<tr><td>Slew HR</td><td>between 60% and 70%</td></tr>
<tr><td>Post-layout minimum cycle time</td><td>1.61 ns</td></tr>
<tr><td>Smallest setup slack after layout</td><td>between 0.09 and 0.1 ns</td></tr>
<tr><th colspan="2">Run</th></tr>
<tr><td>Total number of warnings across the stage logs</td><td>30</td></tr>
<tr><td>Number of max-cap violations</td><td>0</td></tr>
<tr><th colspan="2">Synthesis</th></tr>
<tr><td>Sequential cell area fraction in the yosys report</td><td>48.2%</td></tr>
<tr><td>Yosys synthesis warning count</td><td>1</td></tr>
<tr><td>Number of instances in the synthesized netlist</td><td>69</td></tr>
<tr><td>Number of storage elements in the synthesis netlist</td><td>13</td></tr>
<tr><td>Number of cell instances after yosys synthesis</td><td>69</td></tr>
<tr><td>Cell area after synthesis</td><td>678 um^2</td></tr>
<tr><td>Main area contributors after synthesis</td><td>dfrtp_1 (44%), ha_1 (7.4%), o21ai_0 (7.4%), nand2_1 (5.0%), dfstp_2 (3.9%)</td></tr>
<tr><td>Top cell type's share of synthesized area</td><td>44.3%</td></tr>
<tr><td>Count of cell types in the netlist</td><td>24</td></tr>
<tr><td>Chip area estimate from yosys synthesis</td><td>between 600 and 700 um^2</td></tr>
<tr><td>Mean Syn Cell Area</td><td>9.83 um^2</td></tr>
<tr><td>Yosys top cell by area</td><td>dfrtp_1</td></tr>
<tr><th colspan="2">Layout</th></tr>
<tr><td>Final core utilization</td><td>about 21%</td></tr>
<tr><td>Post-route non-filler standard cell count</td><td>160</td></tr>
<tr><td>Area Growth Syn to Fin</td><td>47.4%</td></tr>
<tr><td>Fraction of layout cells with a size suffix above 1</td><td>a little over a fifth</td></tr>
<tr><td>Summed area of non-filler cells in the final layout</td><td>1000 um^2</td></tr>
<tr><th colspan="2">Outcome</th></tr>
<tr><td>Status</td><td>finished, final reports clean</td></tr>
<tr><th colspan="2">Die</th></tr>
<tr><td>Core Rows</td><td>25</td></tr>
<tr><td>Io pins</td><td>17</td></tr>
<tr><td>Floorplan die height</td><td>91 um</td></tr>
<tr><td>Area enclosed by the die boundary</td><td>8280 um^2</td></tr>
<tr><td>Area inside the core boundary</td><td>4820 um^2</td></tr>
<tr><td>Width of the die</td><td>91 um</td></tr>
<tr><td>Core utilization before placement</td><td>around 14%</td></tr>
<tr><th colspan="2">Place</th></tr>
<tr><td>Placed cell count</td><td>153</td></tr>
<tr><td>Final RePlAce weighted congestion</td><td>0.776</td></tr>
<tr><td>Worst slack, placed</td><td>-0.0776 ns</td></tr>
<tr><td>HPWL Detailed</td><td>1190 um</td></tr>
<tr><td>Buffers on Ports</td><td>13</td></tr>
<tr><td>Area of placed instances</td><td>922 um^2</td></tr>
<tr><th colspan="2">Min path</th></tr>
<tr><td>Min-Delay Path Class</td><td>input port to async pin</td></tr>
</table>
[kinds of logic (layout without fill, tap and decap cells)]
logic type	count (synthesis)	in the layout	share of synthesized area (%)
simple gates	23	23	20.9
buf+inv	7	31	3.88
fa+ha+maj	4	4	7.38
flops	13	13	48.2
compound gates	21	21	18.3
mux	1	1	1.48
[power by group through the flow]
stage / logic, mW / registers, mW / clock network, mW
4_1_cts: 0.790 / 0.640 / 0.284
5_1_grt: 0.960 / 0.661 / 0.299
6_report: 0.833 / 0.625 / 0.279
[worst min path at each step]
stage	from	end	slack, ns	cells after the start
CTS	Reset	I[0]	0.45	2
global route	Reset	I[0]	0.49	2
finish	Reset	I[0]	0.44	2
[layer usage]
metal | vias up | share of wire [%] | wire length [um] | track usage [%]
li1 | 295 | - | - | -
met1 | 259 | 52 | 833 | 5.77
met2 | 14 | 40 | 644 | 5.43
met3 | 0 | 7.3 | 117 | 1.99
met4 | 0 | 0 | 0 | 0.131
met5 | - | 0 | 0 | 0
[registers in the layout (all words and copies together), names as in the netlist]
name / flops
J: 4
I: 4
state: 5
[timing repair]
item                                    CTS  global route
pin swaps                                 1             0
hold buffers                              0             0
endpoints found under the hold margin     0             0
setup buffers                             0             3
gates cloned                              0             0
endpoints found under the setup margin    1             1
resized                                   4             2
[Yosys cell counts]
cell type and n:
a21o_1 1, a21oi_1 5, dfrtp_1 12, dfstp_2 1, ha_1 4, inv_1 7
mux2i_1 1, nand2_1 9, nand2b_1 1, nand3_1 2, nand3b_1 1, nand4_1 1
nor2_1 2, nor2b_1 1, nor3_1 2, nor4_4 1, nor4b_2 1, o21ai_0 10
o21ai_2 1, o22ai_1 2, o31ai_1 1, o31ai_2 1, or3_1 1, or3_4 1
[layout make-up]
cell class | instances | area, um^2
fill | 541 | 3820
multi-input combinational | 49 | 333
sequential | 13 | 330
timing repair buffer | 20 | 181
tap | 67 | 83.8
clock buffer | 4 | 45.0
inverter | 7 | 26.3
[worst max-delay path: stages (launching register included)]
cell,delay [ns]
dfrtp_2,0.47
nor2_4,0.11
nand2_1,0.05
clkdlybuf4s50_1,0.40
[placed cells by master, fill, tap and decap left out, drive strengths merged, types with 2 or more instances in the layout]
master	synthesis	final
o22ai	2	2
o31ai	2	2
dfrtp	12	12
clkbuf	0	4
a21oi	5	5
nand3	2	2
nor2	2	2
inv	7	7
nor3	2	2
buf	0	7
ha	4	4
clkdlybuf4s50	0	12
or3	2	2
nand2	9	9
o21ai	11	11
Power is estimated from default activity; no workload was simulated.
