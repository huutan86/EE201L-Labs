## flow/config.mk

```make
export PLATFORM = sky130hd
export DESIGN_NAME = largest_num_divisible_by_7
export DESIGN_NICKNAME = largest_num_divisible_by_7
export VERILOG_FILES = /design/flow/design.v
export SDC_FILE = /design/flow/constraint.sdc
export NUM_CORES = 4
export LEC_CHECK = 1
export CORE_AREA = 10 10 91 91
export DIE_AREA = 0 0 101 101
```

## flow/constraint.sdc

```tcl
current_design largest_num_divisible_by_7

set clk_period 3.1
set clk_io_pct 0.2

create_clock -name clk0 -period $clk_period [get_ports {Clk}]

set non_clock_inputs [all_inputs -no_clocks]
set_input_delay [expr $clk_period * $clk_io_pct] -clock clk0 $non_clock_inputs
set_output_delay [expr $clk_period * $clk_io_pct] -clock clk0 [all_outputs]
```

## flow/design.v

```verilog
`timescale 1 ns / 100 ps
module largest_num_divisible_by_7 (Max, Start, Ack, Clk, Reset, 
				 Qi, Ql, Qdiv, Qdf, Qdnf);
input Start, Ack, Clk, Reset;
output [7:0] Max;
output Qi, Ql, Qdiv, Qdf, Qdnf;
reg [7:0] M [0:15]; 
reg [7:0] X;
reg [4:0] state;
reg [7:0] Max;
reg [3:0] I;
localparam 
INI = 	5'b00001,  
LD_X = 	5'b00010,  
DIV = 	5'b00100,  
D_F = 	5'b01000,  
D_NF = 	5'b10000 ; 
assign {Qdnf, Qdf, Qdiv, Ql, Qi} = state;
always @(posedge Clk, posedge Reset) begin  : CU_n_DU
	if (Reset) begin
		state <= INI;
		I <= 4'bXXXX;
		Max <= 8'bXXXXXXXX;
		X <= 8'bXXXXXXXX;	    
	end
	else begin
		(* full_case, parallel_case *)
		case (state)
			INI	: begin
				if (Start)
					state <= LD_X;
				Max <= 0;
				I <= 0;
			end
			LD_X : begin 
				if(M[I] > Max) begin
					state <= DIV;
				end
				if (I != 4'b1111 && M[I] <= Max) begin
					state <= LD_X;
				end
				else if(I == 4'b1111) begin
					if(M[I] <= Max && Max != 0) begin
						state <= D_F;
					end
					else if(M[I] >= 7 && Max == 0) begin
						state <= DIV;
					end
					else if((M[I] < 7 && Max == 0) || (M[I] < Max && Max == 0)) begin
						state <= D_NF;
					end
				end
				X <= M[I];
				if(I < 4'b1111 && M[I] <= Max) begin
					I <= I + 1'b1;
				end
			end
	        DIV : begin				 
				if(X <= 7) begin
					if(X == 7 && I == 4'b1111 && Max == 4'b0000) begin
						state <= D_F;
					end
					else if(X != 7 && I == 4'b1111 && Max == 4'b0000) begin
						state <= D_NF;
					end
					else if(I != 4'b1111) begin
						state <= LD_X;
					end
					else if(X != 7 && I == 4'b1111 && Max != 4'b0000) begin
						state <= D_F;
					end
					else if(X == 7 && I == 4'b1111 && Max != 4'b0000) begin
						state <= D_F;
					end
				end
				else begin
					state <= DIV;
				end
				if(X > 7) begin
					X <= X - 7;
				end
				else begin
					I <= I + 1;
					if(X == 7 && Max < M[I]) begin
						Max <= M[I];
					end
				end
			end
	        D_F	: begin  
		         if (Ack)
		           state <= INI;
		       end 
	        D_NF : begin  
				if (Ack)
					state <= INI;
			end    
		endcase
	end 
end 
endmodule  
```

## flow/run.sh

```bash
#!/bin/bash
# OpenROAD 26Q1-2900-gdf79404cd8, Yosys 0.63+post, stock flow scripts
make -C /OpenROAD-flow-scripts/flow DESIGN_CONFIG=/design/flow/config.mk WORK_HOME=/design/flow/orfs finish
```

==> results.cfg <==
; yosys + openroad results
[layout]
nFillCells = 678
logic_area_um2 = 534
fin_area_um2 = 1200
final-seq-area_um2 = 427
syn2layout_area_growth_pct = 16.8
drive_above_1_share_pct = 15.9

[synth]
xor_share_pct = 8.51
ys_sh_simple_pct = 16.2
synth.most_common_cell = dfrtp_1
synth_top_cell_by_area = dfrtp_1
synthTopCellsByCount = dfrtp_1, buf_4, xor2_1
ff_type = dfrtp_1
topCellsByArea = dfrtp_1, xor2_1, buf_4
yosys_area_um2 = 1030
yosysUniqueCellTypes = 44
synth_area_um2 = 1030
ys_async_sr_fraction_pct = 100
syn_avg_cell_area_um2 = 10.3
ys.flops = 17
mux_area_share_pct = 4.01
ys_seq_share_pct = 41.4
edf_count = 0
synth_top_area_share_pct = 38.9
logic_family = AND-OR/OR-AND gates
ys_sh_aoi_pct = 17.9
synthCells = 100
yosysWarnings = 1
adder_share_pct = 2.43
synth_stat.cells = 100

[clock_network]
cts_sinks = 17
cts_tree = built
cts.repair.resized = 0
clk_pin_slew_ns = 0.07
post_cts_buffers = 0
clk_latency_ns = 0.25
clockBufferDepth = 2
cts_buffers = 3
htreeDepth = 1
ctsHoldBuffers = 0
cts-root-buf = clkbuf_8

[run]
drv_cap = 0
warnings = 25

[sta]
slew_headroom_pct = 55.5
hold_violations = 0
fin_hold_ws_ns = 0.474
fmax_ghz = 0.491
setup_viol = 0
skew_ns = 0.00132
setup-tns-final_ns = 0
period_used_pct = 65.7
worstMarginPinSlew_ns = 0.666
rsz0062_at_grt = false
finalMaxSlewViolations = 0
min_period_ns = 2.04

[setup_path]
worst-path-max-fanout = 8
cp-end-kind = register
required_ns = 3.24
rr_worst_depth = 4
cp-start-kind = register
critPathKind = reg -> reg
worst-endpoint-arrival_ns = 2.18

[drt]
wl_per_cell_um = 11.6
drc_errors = 0
ant_nets = 0
first_pass_iters = 4
num_antenna_cells = 0
vias_per_cell = 4.02
drtIter0Drc = 53
route.vias.total = 739
routed_wl_mm = 2.14

[floorplanning]
fp_util_pct = 16.2
io_pins = 17
coreArea_um2 = 6350
die_w_um = 101
fp-row-count = 29
die_h_um = 101
dieArea_um2 = 10200

[power_and_ir_drop]
vdd_drop_max_uv = 119
power_density_nw_per_um2 = 331
p_leak_nw = 0.560

[place]
hpwl_mm = 1.57
port_buffers = 8
dpl_cell_area_um2 = 1160
gp_congestion = 0.809

[hold_path]
hold_class = reg -> reg
whs_path_depth = 1

[run_status]
status = finished clean

[grt]
grt_max_degree = 18
grt_pass1_wl_mm = 3.62
track_usage_pct = 4.27
antenna_found_initial = 0
grt_pass1_vias = 754
grt-ovfl-total = 0
[area by class of cell]
type                       instances  area share, %
tap                               77           8.01
timing repair buffer               8           6.66
clock inverter                     1          0.416
multi-input combinational         73           44.4
clock buffer                       3           3.43
sequential                        17           35.5
inverter                           5           1.56
[cells in the final DEF (no fill, tap or decap), drive strengths merged, types with 2 or more instances in the layout]
cell / synthesis / final
o2111ai: 2 / 2
xor2: 8 / 8
inv: 5 / 5
conb: 1 / 8
nand2: 5 / 5
o21ai: 3 / 3
a221oi: 2 / 2
a21oi: 2 / 2
or4: 3 / 3
or3: 2 / 2
clkdlybuf4s50: 0 / 8
and3: 2 / 2
a211oi: 2 / 2
dfrtp: 16 / 16
and2: 2 / 2
clkbuf: 3 / 3
ha: 2 / 2
nor2: 4 / 4
nand3: 4 / 4
mux2i: 3 / 3
xnor2: 2 / 2
[worst max-delay path, stage by stage, from the launching register on]
cell and delay (ns):
dfrtp_1 0.41, or4_4 0.55, o2111ai_1 0.49, nand2_1 0.18, mux2_2 0.29
[cell families after synthesis]
logic type                 Yosys count
xor gates and xnor gates            10
AOI/OAI and AO/OA                   22
other                                1
muxes                                4
DFF                                 17
and+or+nand+nor                     27
adders and majority gates            2
buffers and inverters               17
[final timing paths]
check                                       from              endpoint  slack (ns)
min in group asynchronous                  Reset      X[3]$_DFFE_PP0P_        0.77
worst max register to register  X[4]$_DFFE_PP0P_      X[1]$_DFFE_PP0P_        1.06
worst min-delay path            X[6]$_DFFE_PP0P_      X[6]$_DFFE_PP0P_        0.47
worst max-delay path            X[4]$_DFFE_PP0P_      X[1]$_DFFE_PP0P_        1.06
worst min register to register  X[6]$_DFFE_PP0P_      X[6]$_DFFE_PP0P_        0.47
max in group asynchronous                  Reset  state[1]$_DFFE_PP0P_        1.91
[report_power, final]
part	total [W]	internal (W)	switching (W)	leakage, nW
Sequential	0.000222	0.000222	0	0.229
Combinational	0.0000103	0.00000390	0.00000644	0.305
Clock	0.000166	0.0000891	0.0000773	0.0255
Total	0.000399	0.000315	0.0000837	0.560
[state kept, by name (all words and copies together) (netlist names)]
signal  flops
I           4
X           8
state       5
[per-stage QoR]
stage	worst slack [ns]	util, %	cells	total power [W]
2_1_floorplan	1.22	-	107	0.000237
6_report	1.06	18.9	184	0.000399
3_3_place_gp	1.01	18.2	180	0.000237
5_1_grt	0.948	18.9	184	0.000421
3_5_place_dp	1.00	18.2	180	0.000237
4_1_cts	1.07	18.9	184	0.000408
[metal layers]
layer  track usage (%)  vias to the layer above  routed length (µm)
li1                  -                      361                   -
met1              6.24                      357                1070
met2              6.24                       19                 963
met3             0.970                        2                  78
met4             0.965                        0                  32
met5                 0                        -                   0
Power figures rest on the tool's default switching activity, not on a simulated workload.
