===== flow/run.sh =====
#!/bin/bash
# OpenROAD 26Q1-2900-gdf79404cd8, Yosys 0.63+post, stock flow scripts
make -C /OpenROAD-flow-scripts/flow DESIGN_CONFIG=/design/flow/config.mk WORK_HOME=/design/flow/orfs finish

===== flow/config.mk =====
export PLATFORM = sky130hd
export DESIGN_NAME = ee201_GCD
export DESIGN_NICKNAME = ee201_GCD
export VERILOG_FILES = /design/flow/design.v
export SDC_FILE = /design/flow/constraint.sdc
export NUM_CORES = 4
export LEC_CHECK = 1
export CORE_UTILIZATION = 30

===== flow/constraint.sdc =====
current_design ee201_GCD

set clk_period 4.4
set clk_io_pct 0.2

create_clock -name clk0 -period $clk_period [get_ports {Clk}]

set non_clock_inputs [all_inputs -no_clocks]
set_input_delay [expr $clk_period * $clk_io_pct] -clock clk0 $non_clock_inputs
set_output_delay [expr $clk_period * $clk_io_pct] -clock clk0 [all_outputs]

===== flow/design.v =====
`timescale 1ns / 1ps
module ee201_GCD(Clk, CEN, Reset, Start, Ack, Ain, Bin, A, B, AB_GCD, i_count, q_I, q_Sub, q_Mult, q_Done);
	input	Clk, CEN, Reset, Start, Ack;
	input [7:0] Ain;
	input [7:0] Bin;
	output reg [7:0] A, B, AB_GCD, i_count;		 
	output q_I, q_Sub, q_Mult, q_Done;
	reg [3:0] state;	
	assign {q_Done, q_Mult, q_Sub, q_I} = state;
	localparam I = 4'b0001, SUB = 4'b0010, MULT = 4'b0100, DONE = 4'b1000, UNK = 4'bXXXX;
	always @ (posedge Clk, posedge Reset) begin 
		if(Reset) begin
			state <= I;
			i_count <= 8'bx;  	 
			A <= 8'bx;		  	 
			B <= 8'bx;
			AB_GCD <= 8'bx;			
		end
		else				 
			case(state)	
				I: begin
					if (Start) begin
						state <= SUB;
					end
					i_count <= 0;
					A <= Ain;
					B <= Bin;
					AB_GCD <= 0;
				end	
				SUB: 
					if (CEN) begin				 
						if (A == B) begin
							state <= (i_count == 0) ? (DONE) : (MULT);
						end	
						if (A == B) begin
							AB_GCD <= A;	
						end
						else if (A < B) begin
							A <= B;
							B <= A;
						end
						else begin					 
							if(A[0] != 0 && B[0] != 0) begin
								A <= A - B;
							end
							else if(A[0] == 0 && B[0] == 0) begin
								i_count <= i_count + 1;
								A <= A / 2;
								B <= B / 2;
							end
							else begin
								if(A[0] == 0) begin
									A <= A / 2;
								end
								if(B[0] == 0) begin
									B <= B / 2;
								end
							end
						end
					end
				MULT:
					if (CEN) begin			 
						if(i_count == 1) begin
							state <= DONE;
						end
						else begin
							state <= MULT;
						end
						AB_GCD <= AB_GCD * 2;
						i_count <= i_count - 1;
					end
				DONE:
					if (Ack) begin
						state <= I;
					end
				default:		
					state <= UNK;
			endcase
	end
endmodule

==> CHANGELOG.md <==
### Changed

- Outcome: finished, final reports clean
- CTS Buffer Depth: 2
- Setup tns final: 0 ns
- Yosys reg bits: 36
- Max VDD drop: 0.2312 mV
- Fin. max-slew vios: 0
- Reg power frac: 24.6%
- Crit path cell chain: inv_1 > ha_1 > fa_1 > nand2b_1 > a211oi_1 > nor2_1 > buf_4 > o31ai_2 > o21ai_0
- Crit-path slowest cell: o31ai_2
- Max incr delay on CP: 0.77 ns
- Clk slew on worst S/H paths: 0.07 ns
- Mapped cell area: 2671 um^2
- CTS Sinks: 36
- Worst Tran Pin Value: 0.8956 ns
- Skew-Pair Late Insertion Delay: 0.29 ns
- HP Start: state[1]$_DFFE_PP0P_
- TritonRoute pass-1 iters: 4
- Fill cells: 905
- Pint: 1.504 mW
- FF-to-FF Start: A[0]$_DFFE_PP0P_
- R2R cell count: 9
- Port-buffer cells: 56
- Clock share of power: 8.3%
- Largest area contributor in the netlist: dfrtp_1
- Crit path required time: 4.53 ns
- Commonest cells post-synth: 46 x nor2_1, 35 x dfrtp_1, 27 x nand2_1, 25 x a21oi_1, 20 x inv_1
- Worst min path class: reg -> reg
- Via count: 2,703
- Post-place setup slack: 1.191 ns
- Worst Hold Endpoint: state[0]$_DFFE_PP1P_
- CP Depth: 9
- Die area: 9285 um^2
- CP Class: reg -> reg
- EDFF count, synth: 0
- CP Capture Type: register
- Fin crit period: 3.264 ns
- Crit share post-route: 74.18%
- Ys async rst share: 100.0%
- Die X: 96.36 um
- Initial antenna violation count: 0
- GRT Total Usage: 18.39%
- Synthesized instance count: 334
- Hold depth: 1
- Hold buffers post-CTS: 0
- Largest net degree at the start of global routing: 37
- Sw Share: 49.28%
- Setup ws final: 1.136 ns
- DRT iter0 DRCs: 209
- Num CTS Buffers: 5
- Pwr/cell area: 865.7 nW/um^2
- I/O pin count: 57
- NetSw: 1.462 mW
- Comb pwr share: 67.2%
- Setup violations, final: 0
- Critical Path AT: 3.39 ns
- Hpwl dp: 5604 um
- Worst slew margin: 39.93%
- Total chip power: 2.966 mW
- CP delay by family, top: AND-OR/OR-AND gates
- Vias per Instance: 5.472
- Synth Flop Type: dfrtp_1
- Ant diodes: 0
- Critical path origin: A[0]$_DFFE_PP0P_
- Unique cell types: 52
- F_max: 306.4 MHz
- Yosys Chip Area: 2671 um^2
- Chip Height: 96.36 um
- P&R area growth vs syn: 28.24%
- Init Core Util: 30.78%
- Number of setup buffers added after CTS: 0
- Share of layout cells above drive strength 1: 5.181%
- Layout Skew: 0.007203 ns
- Total wire length: 7792 um
- Reg2Reg Setup Slack: 1.14 ns
- WL per Instance: 15.77 um
- Core Rows: 34
- CP Buf/Inv Count: 2
- Drt drc: 0
- Unrepaired setup endpoints after global routing: no
- Crit-path max FO: 14
- Mapped Avg Cell Area: 7.998 um^2
- Synth warn: 1
- # Cells Yosys: 334
- Vias in the first global route: 2,499
- Leak Pwr: 1.401 nW
- Sequential element share of the synthesized area: 33.77%
- Tool warnings: 30
- Clock tree from TritonCTS: done
- Post-CTS sizing: 0
- Most common cell in the netlist: nor2_1
- Max-cap viol count: 0
- Routed Antenna Nets: 0
- H-tree level count: 2
- First-pass GRT wire length: 12,920 um
- Root buf cell: clkbuf_8
- Final design utilization: 39.48%
- Terminus of the critical flop-to-flop path: B[7]$_DFFE_PP0P_
- Final hold violations: 0
- Area leader share: 32.79%
- Critical path startpoint category: register
- Top cells, area: dfrtp_1 33%, ha_1 6.6%, nor2_1 6.5%
- Core area: 8678 um^2
- Placer's final routability congestion estimate: 0.8917
- Grt total ovfl: 0
[layout by cell type, fill, tap and decap left out, drive strengths merged, types with 3 or more instances in the layout]
cell type and n:
and3 8, buf 5, nor2 46, inv 21
nor3 8, nor2b 3, ha 14, a31oi 9
o31ai 13, dfrtp 35, nand3 8, a21oi 25
a311oi 3, o211ai 5, o22ai 6, clkbuf 6
o21ai 20, clkdlybuf4s50 56, o311ai 3, o21bai 3
nand2b 6, nand4 5, a22oi 8, o21a 3
a211oi 10, nand2 27
[routing by layer]
layer / GRT usage, % / up-vias / share of wire (%)
met4: 1.471 / 0 / 0.83
met1: 30.20 / 1283 / 49
met3: 2.088 / 5 / 5.3
met5: 0 / - / 0
met2: 27.66 / 72 / 45
li1: - / 1343 / -
[power groups by stage]
stage	clock network [mW]	registers (mW)	logic [mW]
CTS	0.255	0.728	1.99
global route	0.272	0.760	2.24
finish	0.246	0.728	1.99
[worst register-to-register path: cells and delay by family, from the launching register on]
family | cells | cell delay [ns]
flip-flops | 1 | 0.50
AND/OR/NAND/NOR | 2 | 0.27
buffers and inverters | 2 | 0.40
AND-OR/OR-AND | 3 | 1.28
adder cells (fa/ha/maj) | 2 | 0.67
[cell type report]
class | instances | area (um^2) | share of cell area (%)
Multi-Input combinational cell | 260 | 1619 | 47.26
Clock buffer | 6 | 82.58 | 2.411
Clock inverter | 2 | 10.01 | 0.2922
Tap cell | 108 | 135.1 | 3.944
Inverter | 21 | 78.83 | 2.301
Timing Repair Buffer | 61 | 598.1 | 17.46
Sequential cell | 36 | 902.1 | 26.33
[cell families (layout without fill, tap and decap cells)]
group	count (synthesis)	in the layout	share of synthesized area, %
multiplexers	1	1	0.3747
flip-flops	36	36	33.77
buffers and inverters	38	90	5.620
AND/OR/NAND/NOR	118	118	20.84
AND-OR/OR-AND	125	125	31.76
adder cells (fa/ha/maj)	15	15	7.307
XOR/XNOR	1	1	0.3279
[stage by stage]
stage          cells  hold WS, ns  cell area [um^2]
2_1_floorplan    334       0.4411              2671
3_3_place_gp     486       0.4932              3333
3_5_place_dp     486       0.4963              3333
4_1_cts          494       0.5078              3426
5_1_grt          494       0.5256              3426
6_report         494       0.5026              3426
[state kept, by name (all words and copies together), names as in the netlist]
signal / count
A: 8
state: 4
AB_GCD: 8
B: 8
i_count: 8
[worst max-delay path by stage]
stage                              end  slack [ns]
final                 B[7]$_DFFE_PP0P_        1.14
after global routing  B[7]$_DFFE_PP0P_        0.80
after CTS             B[7]$_DFFE_PP0P_        1.16
No activity file was given, so power comes from the tool's default toggle rates.
